[flow/design.v]
`timescale 1ns / 1ps
module fir_4tap(
        input clk,
        input signed [7:0] Xin,
        output reg signed [15:0] Yout
        );
    wire signed   [7:0] H0,H1,H2,H3;
    wire signed   [15:0] MCM0,MCM1,MCM2,MCM3,add_out1,add_out2,add_out3;
    wire signed     [15:0] Q1,Q2,Q3;
    assign H0 = -2;
    assign H1 = -1;
    assign H2 = 3;
    assign H3 = 4;
    assign MCM3 = H3*Xin;
    assign MCM2 = H2*Xin;
    assign MCM1 = H1*Xin;
    assign MCM0 = H0*Xin;
    assign add_out1 = Q1 + MCM2;
    assign add_out2 = Q2 + MCM1;
    assign add_out3 = Q3 + MCM0;    
    DFF dff1 (.clk(clk),.D(MCM3),.Q(Q1));
    DFF dff2 (.clk(clk),.D(add_out1),.Q(Q2));
    DFF dff3 (.clk(clk),.D(add_out2),.Q(Q3));
  always@ (posedge clk)
        Yout <= add_out3;
endmodule
module DFF
       (input clk,
        input [15:0] D,
        output reg [15:0]   Q
        );
    always@ (posedge clk)
        Q = D;
endmodule
[flow/run.sh]
#!/bin/bash
# OpenROAD 26Q1-2900-gdf79404cd8, Yosys 0.63+post, stock flow scripts
make -C /OpenROAD-flow-scripts/flow DESIGN_CONFIG=/design/flow/config.mk WORK_HOME=/design/flow/orfs finish
[flow/config.mk]
export PLATFORM = sky130hd
export DESIGN_NAME = fir_4tap
export DESIGN_NICKNAME = fir_4tap
export VERILOG_FILES = /design/flow/design.v
export SDC_FILE = /design/flow/constraint.sdc
export NUM_CORES = 4
export LEC_CHECK = 1
export CORE_UTILIZATION = 30
[flow/constraint.sdc]
current_design fir_4tap

set clk_period 9.7
set clk_io_pct 0.2

create_clock -name clk0 -period $clk_period [get_ports {clk}]

set non_clock_inputs [all_inputs -no_clocks]
set_input_delay [expr $clk_period * $clk_io_pct] -clock clk0 $non_clock_inputs
set_output_delay [expr $clk_period * $clk_io_pct] -clock clk0 [all_outputs]
==> flow_summary.toml <==
# flow metrics
[outcome]
status = "finished, final reports clean"

[timing]
hold_violations = 0
fin_setup_tns_ns = 0
setup_viol = 0
skew_ns = 0.00730
min_period_over_period = 0.492
rsz0062_at_grt = "false"
fmax_mhz = 210
max_slew_margin = 0.606
final_max_slew_viol_count = 0
worst_pin_slew_ns = 0.587
hold_ws_ns = 0.333
fin_crit_ns = 4.77

[grt]
grt_usage = 0.111
grt_pass1_vias = 2345
grt_use_met2 = 0.176
use_met1 = 0.163
grt_remaining_overflow = 0
antenna_found_initial = 0
grt_max_degree = 16
met3_usage = 0.0186
grt_pass1_wl_microns = 10300
top_usage_layer = "met2"

[clock_tree]
htree_levels = 2
cts.clk_slew.worst_paths_ns = 0.09
post_cts_resized = 0
clk_path_buf_depth = 2
cts_tree = "built"
cts_made_buffers = 5
clock_tree.root_cell = "clkbuf_8"
post-cts-setup-buffer-count = 0
cts_hold_buf = 0
clk_latency_ns = 0.30
cts.sinks = 51

[power_and_ir_drop]
power_mw = 1.00
powerDensity_nw_per_um2 = 263
leakage_nw = 1.73
ir_worst_vdd_uv = 103

[layout]
fin_util = 0.364
drive_gt1_frac = 0.0451
areaGrowthSynthToFinish_pct = 15.8
mostFrequentLayoutCells = "55 x ha_1, 51 x dfxtp_1, 48 x inv_1, 25 x a21oi_1, 24 x clkdlybuf4s50_1"
layout_top_cell = "ha_1"

[die]
die_w_microns = 107
row_count = 37
ios = 25
die_h_microns = 107
coreArea_sq_um = 10500
fp_util = 0.314
die_area_sq_um = 11400

[job]
max-cap-violations = 0
tool_warnings = 38

[routing]
ant_nets = 0
wl_per_cell_microns = 11.2
dr.pass1.iters = 4
dr_total_vias = 2326
wl_microns = 5720
drt_iter0_markers = 94
num_antenna_cells = 0
vias_per_cell = 4.53
drc_errors = 0

[setup_path]
r2r_end = "dff2.Q[9]"
crit_type = "in -> reg"
critPathCapture = "Yout[14]"
r2r_start = "dff1.Q[3]"
required_ns = 9.90
r2r_slack_ns = 7.24
critPathLaunch = "Xin[7]"
r2r_cells = 10
critPathMaxFanout = 11
endpoint_kind = "flop"
critPathLaunchType = "primary input"
crit_arrival_ns = 4.97

[synth]
synth-xor-area-share = 0.0853
ys_sh_adder = 0.264
simple_gate_share = 0.0990
synthArstFlopShare = 0
yosysChipArea_sq_um = 3290
synth.avg_cell_area_sq_um = 9.47
syn_area_sq_um = 3290
syn_inst = 347
synth_seq_share = 0.311
ff_type = "dfxtp_1"
netlist_logic_family_top = "adder cells"
ys_warn_count = 2
ys_ff = 51
aoi_share = 0.180
synth.area.mux_share = 0.00343
ys_types = 49
edf_count = 0
ys_cells = 347

[place]
dp_hpwl_microns = 4550
port-buffer-count = 24
gp_routability_congestion = 0.895

[hold_path]
hp-class = "reg -> reg"
## cell type report
class                           count  area [sq um]
Tap cell                          136           170
Sequential cell                    51          1020
Timing Repair Buffer               24           240
Fill cell                        1061          6660
Clock buffer                        6          82.6
Clock inverter                      2          35.0
Multi-Input combinational cell    246          2080
Inverter                           48           180
## registers in the layout (all words and copies together), names as in the netlist
name,count
dff1.Q,7
dff2.Q,12
dff3.Q,16
Yout,16
## routing by layer
layer	up-vias	wire [microns]
met5	-	0
met4	0	115
met3	11	182
met2	32	2490
met1	1029	2930
li1	1254	-
## worst min path at each step
stage                     start  cells past startpoint  slack (ns)      end
after CTS             dff3.Q[0]                      0        0.34  Yout[0]
after global routing  dff3.Q[0]                      0        0.36  Yout[0]
final                 dff3.Q[0]                      0        0.33  Yout[0]
## worst max-delay path, cell delays in order
cell and delay [ns]:
clkdlybuf4s50_1 0.59, inv_1 0.43, ha_1 0.23, nand2_1 0.07
xnor2_1 0.27, ha_1 0.38, a21oi_2 0.21, o21ai_0 0.14
a2111oi_0 0.39, a21oi_1 0.15, xor2_1 0.15
## per-stage QoR
step | cells | area (sq um) | worst slack, ns
after floorplan | 347 | 3290 | 5.45
after global placement | 505 | 3690 | 4.61
after detailed placement | 505 | 3690 | 4.64
after CTS | 513 | 3810 | 4.94
after global routing | 513 | 3810 | 4.64
final | 513 | 3810 | 4.93
## where the power goes
| part | internal [mW] | switching, mW | leakage, nW |
|---|---|---|---|
| sequential | 0.296 | 0.0254 | 0.430 |
| combinational | 0.262 | 0.263 | 1.24 |
| clock | 0.0836 | 0.0711 | 0.0612 |
## cell families after synthesis
family,count (synthesis)
compound gates,86
flops,51
simple gates,63
fa+ha+maj,64
mux,1
buf+inv,50
xor+xnor,32
## cells in the mapped netlist, drive strengths merged (3+ instances only)
cell    instances  area (sq um)
o21ai          13          65.1
o211ai          3          22.5
fa              9           180
a31oi           6          43.8
nor2b           5          31.3
a21oi          26           134
dfxtp          51          1020
inv            48           180
nand2b          6          37.5
a211oi          6          55.1
nor3            4          20.0
nand2          16          62.6
a21o            6          45.0
nand3           6          30.0
o21a            7          52.6
xnor2          22           193
ha             55           688
o21bai          4          30.0
xor2           10          87.6
nor2           14          52.6
Power is estimated from default activity; no workload was simulated.
